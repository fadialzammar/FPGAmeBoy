==> /design/flow/design.v <==
`timescale 1ns / 1ps
`timescale 1ns / 1ps
module ALU_16(ALU_FUN, A, B, FLAGS_IN, ALU_OUT, FLAGS_OUT);
        input [1:0] ALU_FUN;
        input [15:0] A,B;
        input [3:0] FLAGS_IN;
        output logic [15:0] ALU_OUT; 
        output logic [3:0] FLAGS_OUT;
       localparam ADD_SP  = 2'b00;
       localparam INC  = 2'b01;
       localparam DEC  = 2'b10;  
       localparam Z_FLAG = 2'd3;
       localparam N_FLAG = 2'd2;
       localparam H_FLAG = 2'd1;
       localparam C_FLAG = 2'd0;
       logic [4:0] HIGH_RESULT;
       logic [12:0] LOW_RESULT;
       logic [8:0] TEMP_RESULT; 
        always_comb
        begin  
            case(ALU_FUN)
                ADD_SP: 
                    begin
                        LOW_RESULT = {1'b0, A[11:0]} + {1'b0, B[11:0]};
                        FLAGS_OUT[H_FLAG] = LOW_RESULT[12];
                        HIGH_RESULT = {1'b0, A[15:12]} + {1'b0, B[15:12]} + {4'b0, LOW_RESULT[12]};
                        FLAGS_OUT[C_FLAG] = HIGH_RESULT[4];
                        ALU_OUT = {HIGH_RESULT[3:0], LOW_RESULT[11:0]};                        
                        FLAGS_OUT[N_FLAG] = 1'b0;                        
                        FLAGS_OUT[Z_FLAG]= 1'b0;
                    end
                  INC:
                    begin
                      ALU_OUT = A+1;                        
                      FLAGS_OUT = FLAGS_IN;   
                  end
                  DEC:
                    begin
                        ALU_OUT = A-1;
                        FLAGS_OUT = FLAGS_IN;     
                    end 
                default: 
                    begin
                        ALU_OUT = 16'b0;
                        FLAGS_OUT = FLAGS_IN;
                    end
            endcase
        end
    endmodule
==> /design/flow/run.sh <==
#!/bin/bash
# OpenROAD 26Q1-2900-gdf79404cd8, Yosys 0.63+post, stock flow scripts
make -C /OpenROAD-flow-scripts/flow DESIGN_CONFIG=/design/flow/config.mk WORK_HOME=/design/flow/orfs finish
==> /design/flow/config.mk <==
export PLATFORM = sky130hd
export DESIGN_NAME = ALU_16
export DESIGN_NICKNAME = ALU_16
export VERILOG_FILES = /design/flow/design.v
export SDC_FILE = /design/flow/constraint.sdc
export NUM_CORES = 4
export LEC_CHECK = 1
export CORE_AREA = 10 10 113 113
export DIE_AREA = 0 0 123 123
export SYNTH_HDL_FRONTEND = slang
==> /design/flow/constraint.sdc <==
current_design ALU_16

set clk_period 9.7
set clk_io_pct 0.2

create_clock -name clk0 -period $clk_period

set non_clock_inputs [all_inputs -no_clocks]
set_input_delay [expr $clk_period * $clk_io_pct] -clock clk0 $non_clock_inputs
set_output_delay [expr $clk_period * $clk_io_pct] -clock clk0 [all_outputs]
==> impl_metrics.toml <==
# physical design summary
[synth]
yosysUniqueCellTypes = 39
yosysTopAreaCell = "ha_1"
synth_warnings = 0
syn_area_per_cell_sq_um = 7.38
synth_top_cell_by_count = "ha_1"
netlist_area_sq_mm = 0.00156
yosys_area_sq_mm = 0.00156
yosysCellCount = 211
postSynthSeqShare = 0
top_area_frac = 0.257
synthTopCellsByArea = "ha_1, a21oi_1, xnor2_1"
synthesis.instances = 211
top_cells_by_count = "ha_1, a21oi_1, o21ai_0"

[die]
fp.dieW_um = 123
core-area_sq_mm = 0.0103
io_pins = 58
num_rows = 37
die_y_um = 123
die_area_sq_mm = 0.0151
fp-utilization = 0.151

[grt]
grt_pass1_wl_um = 9060
grt_overflow_total = 0
track_usage = 0.0722
antenna_found_initial = 0
grt_max_degree = 17
grt_pass1_vias = 1777

[clocking]
hold_buffers = 0
ctsResizeCount = 0
post-cts-setup-buffer-count = 0

[finish]
ff_count = 0
fillers = 1118
area_delta_synth_final_pct = 45.9
final_util = 0.220
drive_gt1_frac = 0.0152
flop_area_sq_um = 0
nClkBuffers = 0

[critical_path]
critPathKind = "primary input to primary output"
cp_max_fo = 5
cp_data_required_time_ns = 7.76
path_common_cell = "fa_1"
critPathMaxStageDelay_ns = 0.57
start_kind = "primary input"
cp-startpoint = "A[0]"
cp_cell_sequence = "clkdlybuf4s50_1 > ha_1 > inv_1 > fa_1 > nor2b_1 > o21a_1 > o211ai_2 > a31oi_1 > o21ai_0 > a21o_1 > fa_1 > inv_1 > fa_1 > a22o_1 > clkdlybuf4s50_1"
cp.arrival_ns = 5.69
slowest_stage = "clkdlybuf4s50_1"
crit_path_end_kind = "primary output"

[sta]
setup_violations = 0
tightestPinTransition_ns = 0.716
fmax_ghz = 0.131
hold_viol_final = 0
slew_viol_final = 0
fin_setup_tns_ns = 0
rsz0062_at_grt = "false"
finalClockPeriodUsage = 0.786
slew_headroom = 0.523
fin_crit_ns = 7.63

[placement]
portBuffers = 58
gp_congestion = 0.915
dpl.hpwl_um = 4840

[run]
drv_cap = 0
log.warning_count = 34

[drt]
drc = 0
routed_via_density = 4.30
vias = 1715
antenna_left = 0
drt_iter0_markers = 47
drtPass1Iterations = 4
wl_per_cell_um = 13.8
antennaDiodeCount = 0
wirelength_um = 5500

[power_and_ir_drop]
p_leak_nw = 0.947
ir_drop_mv = 0.0268
power_density_mw_per_mm2 = 61.7

[run_status]
status = "finished, final reports clean"

[hold_path]
min_from = "FLAGS_IN[3]"
hp-class = "primary input to primary output"
## kinds of logic (layout without fill, tap and decap cells)
logic type                 count (synthesis)  in the layout  share of synthesized area
and+or+nand+nor                           44             44                      0.143
AOI/OAI and AO/OA                         88             88                      0.359
xor gates and xnor gates                  24             24                      0.135
adders and majority gates                 36             36                      0.308
buffers and inverters                     19             71                     0.0546
## critical path, delay by kind of cell
family,cells,cell delay (ns)
compound gates,6,1.10
fa+ha+maj,4,1.39
buf+inv,4,1.14
simple gates,1,0.13
## final cells by class
type	count	area, sq um	share of cell area
timing repair buffer	58	581	0.256
multi-input combinational	192	1470	0.648
inverter	13	48.8	0.0215
tap	136	170	0.0749
## worst paths after layout
check / end / slack (ns) / cells after the start
worst max-delay path: ALU_OUT[13] / 2.07 / 15
worst min-delay path: FLAGS_OUT[3] / 4.79 / 3
## power by group
part | total [mW] | internal [mW] | switching (mW)
Combinational | 0.140 | 0.0766 | 0.0637
Clock | 0 | 0 | 0
Sequential | 0 | 0 | 0
## cell usage in the layout (no fill, tap or decap)
| master | count |
|---|---|
| clkdlybuf4s50_1 | 58 |
| ha_1 | 32 |
| a21oi_1 | 27 |
| o21ai_0 | 15 |
| inv_1 | 13 |
| xnor2_1 | 13 |
| nand2_1 | 12 |
| xor2_1 | 11 |
| nor2_1 | 10 |
| a21o_1 | 10 |
| o211ai_1 | 6 |
| o22ai_1 | 6 |
| o21a_1 | 5 |
| nand2b_1 | 5 |
| a31oi_1 | 4 |
| a22oi_1 | 4 |
| fa_1 | 4 |
| nor2b_1 | 3 |
| nand4_1 | 3 |
| and3_1 | 2 |
| nand3_1 | 2 |
| and2b_2 | 2 |
| a211oi_1 | 2 |
| nor3_1 | 2 |
| o211ai_2 | 1 |
| nor4_1 | 1 |
| a32oi_1 | 1 |
| o21ba_2 | 1 |
| a22o_1 | 1 |
| nand4b_1 | 1 |
| o21bai_1 | 1 |
| or3_1 | 1 |
| a32o_1 | 1 |
| a41o_1 | 1 |
| a21boi_0 | 1 |
| o32ai_1 | 1 |
## per-stage QoR
step           setup slack, ns  total power, mW  hold slack [ns]  std cells  instance area, sq um
6_report                  2.07            0.140             4.79        399                  2270
5_1_grt                   1.72            0.158             4.81        399                  2270
4_1_cts                   2.04            0.143             4.80        399                  2270
3_5_place_dp              2.05            0.141             4.79        399                  2270
3_3_place_gp              2.09            0.141             4.80        399                  2270
2_1_floorplan             3.34           0.0800             3.94        211                  1560
## routing by layer
metal  GRT usage  wire [um]  up-vias
met5           0          0        -
met2       0.130       2730       50
met3      0.0125        293        0
met1      0.0942       2480      770
li1            -          -      895
met4           0          0        0
No activity file was given, so power comes from the tool's default toggle rates.
