--- design/flow/run.sh ---
#!/bin/bash
# OpenROAD 26Q1-2900-gdf79404cd8, Yosys 0.63+post, stock flow scripts
make -C /OpenROAD-flow-scripts/flow DESIGN_CONFIG=/design/flow/config.mk WORK_HOME=/design/flow/orfs finish
--- design/flow/config.mk ---
export PLATFORM = sky130hd
export DESIGN_NAME = RegFile
export DESIGN_NICKNAME = RegFile
export VERILOG_FILES = /design/flow/design.v
export SDC_FILE = /design/flow/constraint.sdc
export NUM_CORES = 4
export LEC_CHECK = 1
export CORE_UTILIZATION = 50
--- design/flow/design.v ---
`timescale 1ns / 1ps
`timescale 1ns / 1ps
module RegFile #(parameter ADDR_SIZE = 3, DATA_SIZE = 8)(
    input [ADDR_SIZE-1:0] ADRX, ADRY,
    input [DATA_SIZE-1:0] DIN,
    input CLK, WE,
    output logic [DATA_SIZE-1:0] DX_OUT, DY_OUT
);
logic [DATA_SIZE-1:0] mem [0:(1<<ADDR_SIZE)-1];
initial begin
    for (int i = 0; i < (1<<ADDR_SIZE); i++) begin
        mem[i] = 0;
    end
end
always_ff @ (posedge CLK)
begin
    if (WE == 1)
        mem[ADRX] <= DIN;
end
assign DX_OUT = mem[ADRX];
assign DY_OUT = mem[ADRY]; 
endmodule
--- design/flow/constraint.sdc ---
current_design RegFile

set clk_period 3.1
set clk_io_pct 0.2

create_clock -name clk0 -period $clk_period [get_ports {CLK}]

set non_clock_inputs [all_inputs -no_clocks]
set_input_delay [expr $clk_period * $clk_io_pct] -clock clk0 $non_clock_inputs
set_output_delay [expr $clk_period * $clk_io_pct] -clock clk0 [all_outputs]
==> results.toml <==
# physical design summary
[clock_tree]
postCtsSetupBuffers = 0
cts_tree = "yes"
h-tree-depth = 3
cts_buffers = 9
clk_path_buf_depth = 2
cts_sinks = 64
cts.clk_slew.worst_paths_ns = 0.06
cts_root_buffer = "clkbuf_8"
cts_hold_buf = 0

[final_layout]
top_register = "mem"
layout.cells.most_common = "edfxtp_1"
layout_top_cells = "edfxtp_1 (64), clkdlybuf4s50_1 (28), buf_4 (23)"
largest_register_ffs = 64
instances_no_fill = 286
largest_registers = "mem (64)"
syn_to_final_growth_pct = 24.9
drive_above_1_share_pct = 30.3

[min_path]
min_delay_path_depth = 1
min_to = "mem[5][0]"
holdCritPathClass = "primary input to flip-flop"
hp-start = "DIN[0]"

[pwr]
seq_power_share_pct = 56.8
p_per_area_nw_per_um2 = 455
clockPowerShare_pct = 30.1
total_power_mw = 1.75
power_frac_comb_pct = 13.1
irDropWorstVdd_mv = 0.331
internal_power_mw = 1.40
p_leak_nw = 1.37
swShare_pct = 20.1
p_switching_mw = 0.351

[critical_path]
end_kind = "output port"
path_class = "primary input to output port"
required_ns = 2.48
worstPathArrival_ns = 2.38
startpoint_type = "primary input"
worstPathMaxFanout = 8
critPathLaunch = "ADRY[0]"

[global_route]
grt_max_degree = 24
grt_antenna_before_repair = 0
track_usage_pct = 22.5
grt_pass1_wl_um = 9340
grt_pass1_vias = 1839
overflow = 0

[logic_synthesis]
syn_inst = 151
syn-mean-instance-area_um2 = 20.4
ys.flops = 64
postSynthSeqShare_pct = 62.4
ys_area_um2 = 3080
yosysWarnings = 1
ys_cells = 151
synth_cell_types = 22
synth.cell_area_um2 = 3080

[route]
wl_met3_um = 366
route.detailed.wl_per_inst_um = 20.9
top_layer_used = "met4"
wirelength_um = 5970
diodes = 0
vias_per_cell = 5.78
antenna_left = 0
drc = 0
vias = 1654
drt-initial-drc-count = 74
wl_met1_um = 2310
route.met2.wl_um = 3170
drt-pass1-iter-count = 4

[outcome]
outcome = "finished, final reports clean"

[placement]
place.gp.congestion = 0.836
pre_cts_slack_ns = -0.0955
place_inst = 271
dpl.hpwl_um = 4280
io_buffer_count = 31

[die]
ios = 32
fp.dieW_um = 80.5
core_um2 = 5920
die_h_um = 80.5
rows = 28
die-area_um2 = 6480
fp_util_pct = 52.0

[flow_run]
cap_violations = 0
warning_count = 25

[timing]
finalMaxSlewViolations = 0
worst_slack_ns = 0.0966
slew_headroom_pct = 78.5
worst_slew_pin_slew_ns = 0.321
finalSetupViolations = 0
fin_crit_sh_pct = 96.9
finalHoldViolCount = 0
rsz0062_at_grt = "no"
period_minus_slack_ns = 3.00
max_freq_ghz = 0.333
[critical path, cell delays in order]
cell and delay (ns):
clkdlybuf4s15_1 0.25, bufbuf_16 0.30, mux4_1 0.55, mux2_2 0.27
clkdlybuf4s50_1 0.39
[cells in the mapped netlist, drive strengths merged]
cell type / count / area share (%)
a31oi: 2 / 0.41
o211ai: 2 / 0.49
nand2b: 3 / 0.61
o21a: 1 / 0.24
nor3: 2 / 0.32
nor2: 6 / 0.73
nand3: 2 / 0.32
nor3b: 1 / 0.24
nand2: 2 / 0.24
edfxtp: 64 / 62
clkbuf: 4 / 0.49
mux2: 16 / 5.8
buf: 10 / 2.7
mux2i: 3 / 0.97
mux4: 28 / 23
a21oi: 2 / 0.32
nor4bb: 1 / 0.32
a211o: 2 / 0.57
[area by class of cell]
type / count / area, µm²
flip-flops and latches: 64 / 1920
repair buffers: 61 / 632
well taps: 75 / 93.8
fillers: 388 / 2070
clock buffers: 9 / 124
multi-input cells: 73 / 1060
clock inverters: 4 / 15.0
[stage by stage]
stage / utilization [%] / cell area [µm²] / hold slack, ns / TNS, ns
after floorplan: - / 3080 / 0.719 / 0
after global placement: 61.4 / 3630 / 1.32 / -0.546
after detailed placement: 61.4 / 3630 / 1.35 / -0.690
after CTS: 64.8 / 3840 / 1.00 / 0
after global routing: 65.0 / 3850 / 1.05 / 0
final: 65.0 / 3850 / 1.03 / 0
[power by group through the flow]
stage	logic, mW	registers, mW	clock network (mW)
4_1_cts	0.231	0.994	0.539
5_1_grt	0.248	0.996	0.570
6_report	0.230	0.994	0.526
[routing by layer]
metal / vias to the layer above / global-route usage [%]
met4: 0 / 4.46
li1: 772 / -
met3: 13 / 7.61
met2: 65 / 36.9
met1: 804 / 32.8
met5: - / 0
[worst max-delay path by stage]
stage | endpoint | slack (ns)
after CTS | DX_OUT[2] | 0.04
after global routing | DY_OUT[1] | 0.02
final | DY_OUT[4] | 0.1
[logic make-up (layout without fill, tap and decap cells)]
kind of cell	after synthesis	in the layout	synth area share, %
AOI/OAI and AO/OA	9	9	2.03
buffers and inverters	14	74	3.17
DFF	64	64	62.4
muxes	47	47	29.6
and+or+nand+nor	17	17	2.80
[repair_timing]
item	4_1_cts	5_1_grt
endpoints found under the setup margin	11	5
gates resized	2	4
cloned	2	0
